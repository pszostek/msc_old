**/design/flow/design.v**
```verilog
module Reg_int (
input                   Reset                   ,
input                   Clk_reg                 ,
input                   CSB                     ,
input                   WRB                     ,
input           [15:0]  CD_in                   ,
output   reg    [15:0]  CD_out                  ,
input           [7:0]   CA                      ,
output          [4:0]   Tx_Hwmark               ,
output          [4:0]   Tx_Lwmark               ,   
output                  pause_frame_send_en     ,               
output          [15:0]  pause_quanta_set        ,
output                  MAC_tx_add_en           ,               
output                  FullDuplex              ,
output          [3:0]   MaxRetry                ,
output          [5:0]   IFGset                  ,
output          [7:0]   MAC_tx_add_prom_data    ,
output          [2:0]   MAC_tx_add_prom_add     ,
output                  MAC_tx_add_prom_wr      ,
output                  tx_pause_en             ,
output                  xoff_cpu                ,
output                  xon_cpu                 ,
output                  MAC_rx_add_chk_en       ,   
output          [7:0]   MAC_rx_add_prom_data    ,   
output          [2:0]   MAC_rx_add_prom_add     ,   
output                  MAC_rx_add_prom_wr      ,   
output                  broadcast_filter_en     ,
output          [15:0]  broadcast_bucket_depth              ,
output          [15:0]  broadcast_bucket_interval           ,
output                  RX_APPEND_CRC           ,
output          [4:0]   Rx_Hwmark           ,
output          [4:0]   Rx_Lwmark           ,
output                  CRC_chk_en              ,               
output          [5:0]   RX_IFG_SET              ,
output          [15:0]  RX_MAX_LENGTH           , 
output          [6:0]   RX_MIN_LENGTH           , 
output          [5:0]   CPU_rd_addr             ,
output                  CPU_rd_apply            ,
input                   CPU_rd_grant            ,
input           [31:0]  CPU_rd_dout             ,
output                  Line_loop_en            ,
output          [2:0]   Speed                   ,
output          [7:0]   Divider                 , 
output          [15:0]  CtrlData                , 
output          [4:0]   Rgad                    , 
output          [4:0]   Fiad                    , 
output                  NoPre                   , 
output                  WCtrlData               , 
output                  RStat                   , 
output                  ScanStat                , 
input                   Busy                    , 
input                   LinkFail                , 
input                   Nvalid                  , 
input           [15:0]  Prsd                    , 
input                   WCtrlDataStart          , 
input                   RStatStart              , 
input                   UpdateMIIRX_DATAReg      
);
    RegCPUData U_0_000(Tx_Hwmark                ,7'd000,16'h001a,Reset,Clk_reg,!WRB,CSB,CA,CD_in);
    RegCPUData U_0_001(Tx_Lwmark                ,7'd001,16'h0009,Reset,Clk_reg,!WRB,CSB,CA,CD_in);
    RegCPUData U_0_002(pause_frame_send_en      ,7'd002,16'h0000,Reset,Clk_reg,!WRB,CSB,CA,CD_in);
    RegCPUData U_0_003(pause_quanta_set         ,7'd003,16'h0000,Reset,Clk_reg,!WRB,CSB,CA,CD_in);
    RegCPUData U_0_004(IFGset                   ,7'd004,16'h000c,Reset,Clk_reg,!WRB,CSB,CA,CD_in);
    RegCPUData U_0_005(FullDuplex               ,7'd005,16'h0001,Reset,Clk_reg,!WRB,CSB,CA,CD_in);
    RegCPUData U_0_006(MaxRetry                 ,7'd006,16'h0002,Reset,Clk_reg,!WRB,CSB,CA,CD_in);
    RegCPUData U_0_007(MAC_tx_add_en            ,7'd007,16'h0000,Reset,Clk_reg,!WRB,CSB,CA,CD_in);
    RegCPUData U_0_008(MAC_tx_add_prom_data     ,7'd008,16'h0000,Reset,Clk_reg,!WRB,CSB,CA,CD_in);
    RegCPUData U_0_009(MAC_tx_add_prom_add      ,7'd009,16'h0000,Reset,Clk_reg,!WRB,CSB,CA,CD_in);
    RegCPUData U_0_010(MAC_tx_add_prom_wr       ,7'd010,16'h0000,Reset,Clk_reg,!WRB,CSB,CA,CD_in);
    RegCPUData U_0_011(tx_pause_en              ,7'd011,16'h0000,Reset,Clk_reg,!WRB,CSB,CA,CD_in);
    RegCPUData U_0_012(xoff_cpu                 ,7'd012,16'h0000,Reset,Clk_reg,!WRB,CSB,CA,CD_in);
    RegCPUData U_0_013(xon_cpu                  ,7'd013,16'h0000,Reset,Clk_reg,!WRB,CSB,CA,CD_in);
    RegCPUData U_0_014(MAC_rx_add_chk_en        ,7'd014,16'h0000,Reset,Clk_reg,!WRB,CSB,CA,CD_in);
    RegCPUData U_0_015(MAC_rx_add_prom_data     ,7'd015,16'h0000,Reset,Clk_reg,!WRB,CSB,CA,CD_in);
    RegCPUData U_0_016(MAC_rx_add_prom_add      ,7'd016,16'h0000,Reset,Clk_reg,!WRB,CSB,CA,CD_in);
    RegCPUData U_0_017(MAC_rx_add_prom_wr       ,7'd017,16'h0000,Reset,Clk_reg,!WRB,CSB,CA,CD_in);
    RegCPUData U_0_018(broadcast_filter_en      ,7'd018,16'h0000,Reset,Clk_reg,!WRB,CSB,CA,CD_in);
    RegCPUData U_0_019(broadcast_bucket_depth   ,7'd019,16'h0000,Reset,Clk_reg,!WRB,CSB,CA,CD_in);
    RegCPUData U_0_020(broadcast_bucket_interval,7'd020,16'h0000,Reset,Clk_reg,!WRB,CSB,CA,CD_in);
    RegCPUData U_0_021(RX_APPEND_CRC            ,7'd021,16'h0000,Reset,Clk_reg,!WRB,CSB,CA,CD_in);
    RegCPUData U_0_022(Rx_Hwmark                ,7'd022,16'h001a,Reset,Clk_reg,!WRB,CSB,CA,CD_in);
    RegCPUData U_0_023(Rx_Lwmark                ,7'd023,16'h0010,Reset,Clk_reg,!WRB,CSB,CA,CD_in);
    RegCPUData U_0_024(CRC_chk_en               ,7'd024,16'h0000,Reset,Clk_reg,!WRB,CSB,CA,CD_in);
    RegCPUData U_0_025(RX_IFG_SET               ,7'd025,16'h000c,Reset,Clk_reg,!WRB,CSB,CA,CD_in);
    RegCPUData U_0_026(RX_MAX_LENGTH            ,7'd026,16'h2710,Reset,Clk_reg,!WRB,CSB,CA,CD_in);
    RegCPUData U_0_027(RX_MIN_LENGTH            ,7'd027,16'h0040,Reset,Clk_reg,!WRB,CSB,CA,CD_in);
    RegCPUData U_0_028(CPU_rd_addr              ,7'd028,16'h0000,Reset,Clk_reg,!WRB,CSB,CA,CD_in);
    RegCPUData U_0_029(CPU_rd_apply             ,7'd029,16'h0000,Reset,Clk_reg,!WRB,CSB,CA,CD_in);
    RegCPUData U_0_033(Line_loop_en             ,7'd033,16'h0000,Reset,Clk_reg,!WRB,CSB,CA,CD_in);
    RegCPUData U_0_034(Speed                    ,7'd034,16'h0004,Reset,Clk_reg,!WRB,CSB,CA,CD_in);
always @ (posedge Clk_reg or posedge Reset)
    if (Reset)
        CD_out  <=0;
    else if (!CSB&&WRB)
        case (CA[7:1])
                7'd00:    CD_out<=Tx_Hwmark                  ;
                7'd01:    CD_out<=Tx_Lwmark                  ; 
                7'd02:    CD_out<=pause_frame_send_en        ; 
                7'd03:    CD_out<=pause_quanta_set           ;
                7'd04:    CD_out<=IFGset                     ; 
                7'd05:    CD_out<=FullDuplex                 ; 
                7'd06:    CD_out<=MaxRetry                   ;
                7'd07:    CD_out<=MAC_tx_add_en              ; 
                7'd08:    CD_out<=MAC_tx_add_prom_data       ;
                7'd09:    CD_out<=MAC_tx_add_prom_add        ; 
                7'd10:    CD_out<=MAC_tx_add_prom_wr         ; 
                7'd11:    CD_out<=tx_pause_en                ; 
                7'd12:    CD_out<=xoff_cpu                   ;
                7'd13:    CD_out<=xon_cpu                    ; 
                7'd14:    CD_out<=MAC_rx_add_chk_en          ; 
                7'd15:    CD_out<=MAC_rx_add_prom_data       ;
                7'd16:    CD_out<=MAC_rx_add_prom_add        ; 
                7'd17:    CD_out<=MAC_rx_add_prom_wr         ; 
                7'd18:    CD_out<=broadcast_filter_en        ; 
                7'd19:    CD_out<=broadcast_bucket_depth     ;    
                7'd20:    CD_out<=broadcast_bucket_interval  ;   
                7'd21:    CD_out<=RX_APPEND_CRC              ; 
                7'd22:    CD_out<=Rx_Hwmark                  ; 
                7'd23:    CD_out<=Rx_Lwmark                  ; 
                7'd24:    CD_out<=CRC_chk_en                 ; 
                7'd25:    CD_out<=RX_IFG_SET                 ; 
                7'd26:    CD_out<=RX_MAX_LENGTH              ; 
                7'd27:    CD_out<=RX_MIN_LENGTH              ; 
                7'd28:    CD_out<=CPU_rd_addr                ; 
                7'd29:    CD_out<=CPU_rd_apply               ;
                7'd30:    CD_out<=CPU_rd_grant               ;
                7'd31:    CD_out<=CPU_rd_dout[15:0]          ; 
                7'd32:    CD_out<=CPU_rd_dout[31:16]         ;                 
                7'd33:    CD_out<=Line_loop_en               ;
                7'd34:    CD_out<=Speed                      ; 
                default:  CD_out<=0                          ;
        endcase
endmodule   
module RegCPUData(
RegOut,   
CA_reg_set, 
RegInit,  
Reset,    
Clk,      
CWR_pulse,
CCSB,
CA_reg,     
CD_in_reg
);
output[15:0]    RegOut; 
input[6:0]      CA_reg_set;  
input[15:0]     RegInit;
input           Reset;
input           Clk;
input           CWR_pulse;
input           CCSB;
input[7:0]      CA_reg;
input[15:0]     CD_in_reg;
reg[15:0]       RegOut; 
always  @(posedge Reset or posedge Clk)
    if(Reset)
        RegOut      <=RegInit;
    else if (CWR_pulse && !CCSB && CA_reg[7:1] ==CA_reg_set[6:0])  
        RegOut      <=CD_in_reg;
endmodule           
```
**/design/flow/run.sh**
```bash
#!/bin/bash
# OpenROAD 26Q1-2900-gdf79404cd8, Yosys 0.63+post, stock flow scripts
make -C /OpenROAD-flow-scripts/flow DESIGN_CONFIG=/design/flow/config.mk WORK_HOME=/design/flow/orfs finish
```
**/design/flow/config.mk**
```make
export PLATFORM = sky130hd
export DESIGN_NAME = Reg_int
export DESIGN_NICKNAME = Reg_int
export VERILOG_FILES = /design/flow/design.v
export SDC_FILE = /design/flow/constraint.sdc
export NUM_CORES = 4
export LEC_CHECK = 1
export CORE_UTILIZATION = 50
```
**/design/flow/constraint.sdc**
```tcl
current_design Reg_int

set clk_period 2.5
set clk_io_pct 0.2

create_clock -name clk0 -period $clk_period [get_ports {Clk_reg}]

set non_clock_inputs [all_inputs -no_clocks]
set_input_delay [expr $clk_period * $clk_io_pct] -clock clk0 $non_clock_inputs
set_output_delay [expr $clk_period * $clk_io_pct] -clock clk0 [all_outputs]
```
==> notes.md <==
flow finished, numbers: upper clock frequency limit 409.9 MHz, leading register cell type out of synthesis dfrtp_1, number of pins with negative max-slew slack in the final report 0, Chip Height 133.2 um, class of the worst hold path input port to asynchronous set/reset pin, Pre-Repair DR Iteration Count 5, portion of the clock cycle consumed by the worst path in the final layout 97.58%, crit path max fanout 9, vias 7639, element type at the critical path start input port, Final min period 2439 ps, mean number of vias per cell 5.973, Overall Power 6566 uW, total gr overflow 0, routed wire length 31560 um, Avg Cell Area, Syn 11.81 um^2, Std-Cell Core Area 16700 um^2, slowest stage cell, crit path clkdlybuf4s50_1, arrival time at the worst endpoint 2780 ps, Setup Skew 5.896 ps, Crit path largest cell delay 610 ps, n_diodes 0, flop-to-flop setup slack 580 ps, number of rows created at floorplan 47, top cell type by total area after synthesis dfrtp_1, cell at the root of the clock tree clkbuf_16, boundary pin count 289, number of I/O port buffers 227, width of the die 133.2 um, Warnings, synthesis 69, all-layer global routing usage 38.11%, top post-synthesis cells by area dfrtp_1, mux2_2, dfstp_2, setup violators final 0, Final Hold Violation Tally 0, H-tree depth 4, Post-Synthesis Cells 729, register clock-pin slew on the reported worst setup and hold paths 70 ps, Max clock buf depth 2, worst max-slew margin expressed relative to the limit 50.47%, run status finished clean, clock tree from TritonCTS done, kind of end point of the critical path flip-flop, area share of the largest cell type after synthesis 42.42%, layout cells sized above 1 34.09%, synth-to-layout area growth 45.11%, DRC errors left 0, DR iter-0 viols 485, initial antenna violation count 0, routed len/inst 24.67 um, count of library flops with an enable pin 0, cell repeated most along the worst path buf_4, effective utilization at floorplan 51.57%, maximum number of pins on one net before global-route repair 90, number of clock buffers inserted by TritonCTS 17, share of synthesized registers carrying an async set or reset 100.0%, Seq cells post-synth 168, sequential cell area fraction in the yosys report 49.14%, placer's final routability congestion estimate 0.9584, antenna-violating nets left 0, number of global-route vias before repair 7876, cell area after synthesis 8612 um^2, area reported by Yosys stat 8612 um^2, detailed-placement wirelength estimate 23500 um, critical path required time 2840 ps, dominant logic cell type in the layout clkdlybuf4s50_1, power density over cell area 525.4 nW/um^2, number of setup buffers added after CTS 0, overall die area 17750 um^2, ordered list of cells on the worst path clkdlybuf4s50_1, buf_4, buf_4, and4_1, and2_1, a222oi_1, a31oi_1, number of cells upsized or downsized after cts 0, number of OpenROAD warnings 50, reported max-cap violation count 0, Clk Latency, worst-skew pair 430 ps, number of clock sinks 168, kind of critical path input port to flip-flop, count of different cell masters after synthesis 65, transition time at the pin with the least slew margin 740.6 ps, post-cts hold buffer count 0, Hold Worst Slack 535.9 ps, cell total in the yosys stat output 729, RSZ-0062 raised after global routing no, peak supply drop 0.0004782 V, most used cells in the layout excluding fill and tap cells clkdlybuf4s50_1, mux2_2, dfrtp_1, global-route wire length before repair 48110 um, Lkg Pwr 0.005534 uW
-- critical path: cells and delay by family --
| kind | cells | cell delay (ps) |
|---|---|---|
| AND-OR/OR-AND | 2 | 410 |
| buffers and inverters | 3 | 1010 |
| AND/OR/NAND/NOR | 2 | 850 |
-- logic make-up (layout without fill, tap and decap cells) --
kind of cell    Yosys count  in the layout  synth area share (%)
compound gates          125            125                 11.13
xor+xnor                  1              1                0.1017
buf+inv                  99            392                 6.669
flops                   168            168                 49.14
mux                     171            171                 22.21
other cells               1             38               0.04354
simple gates            164            164                 10.71
-- sequential cells by signal, indices dropped and copies added (netlist names), 3 cells and up --
register	flops
U_0_008.RegOut	8
U_0_023.RegOut	5
U_0_028.RegOut	6
U_0_009.RegOut	3
U_0_001.RegOut	5
U_0_027.RegOut	7
U_0_019.RegOut	16
U_0_016.RegOut	3
U_0_034.RegOut	3
U_0_003.RegOut	16
U_0_026.RegOut	16
U_0_004.RegOut	6
CD_out	16
U_0_022.RegOut	5
U_0_006.RegOut	4
U_0_020.RegOut	16
U_0_000.RegOut	5
U_0_015.RegOut	8
U_0_025.RegOut	6
-- final timing paths --
| path | startpoint | endpoint | depth (start not counted) |
|---|---|---|---|
| setup / recovery | CA[4] | CD_out[12] | 7 |
| hold / removal | Reset | U_0_034.RegOut[1] | 3 |
| setup reg to reg | U_0_000.RegOut[0] | CD_out[0] | 6 |
| hold reg to reg | U_0_019.RegOut[5] | U_0_019.RegOut[5] | 1 |
| max in group asynchronous | Reset | U_0_026.RegOut[4] | 3 |
| min in group clk0 | U_0_019.RegOut[5] | U_0_019.RegOut[5] | 1 |
-- cells in the mapped netlist (all sizes together) (2+ instances only) --
cell type,count
mux2,161
dfrtp,146
buf,75
nand2,44
nand3,23
nor2,23
dfstp,22
clkbuf,21
a222oi,17
a31oi,17
o21ai,14
a22oi,13
nor2b,11
a32oi,10
mux2i,10
nor3,10
a21oi,9
a22o,8
and2,8
nand4,8
nor3b,6
a2111oi,5
and3,5
nand2b,5
nand3b,5
o22ai,5
a41oi,4
a211oi,3
inv,3
nor4b,3
o211ai,3
a21bo,2
a311oi,2
a32o,2
and4,2
nor4,2
nor4bb,2
or2,2
or3b,2
-- layer usage --
layer	share of wire, %	vias up	wire length, um	global-route usage [%]
met3	9.8	57	3107	12.74
met2	46	447	14390	56.31
met5	0	-	0	0
met1	42	3837	13370	57.68
met4	2.2	0	698	7.702
li1	-	3298	-	-
-- area by class of cell --
type	instances	area, um^2
inverter	3	15.01
multi-input combinational	499	3948
sequential	168	4232
fill	1060	4204
clock buffer	20	446.7
tap	220	275.3
timing repair buffer	357	3448
clock inverter	12	132.6
-- where the power goes --
| group | internal, uW | switching, uW |
|---|---|---|
| registers | 2880 | 132 |
| clock network | 1430 | 1160 |
| logic | 576 | 389 |
| total | 4890 | 1680 |
-- through the flow --
| step | std cells | setup TNS, ps | utilization (%) | setup slack (ps) | area (um^2) |
|---|---|---|---|---|---|
| CTS | 1279 | 0 | 74.83 | 115.4 | 12500 |
| global route | 1279 | 0 | 74.83 | 14.98 | 12500 |
| finish | 1279 | 0 | 74.83 | 60.57 | 12500 |
| floorplan | 766 | -17930 | - | -122.8 | 8755 |
| detailed placement | 1247 | -18150 | 71.36 | -306.9 | 11920 |
| global placement | 1247 | -18410 | 71.36 | -398.9 | 11920 |
Power and IR drop assume default switching activity.
